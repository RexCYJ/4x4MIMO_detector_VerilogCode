===== ./run.sh =====
#!/bin/bash
# OpenROAD 26Q1-2900-gdf79404cd8, Yosys 0.63+post, stock flow scripts
make -C /OpenROAD-flow-scripts/flow DESIGN_CONFIG=/design/flow/config.mk WORK_HOME=/design/flow/orfs finish

===== ./config.mk =====
export PLATFORM = sky130hd
export DESIGN_NAME = Row_Normalization
export DESIGN_NICKNAME = Row_Normalization
export VERILOG_FILES = /design/flow/design.v
export SDC_FILE = /design/flow/constraint.sdc
export NUM_CORES = 4
export LEC_CHECK = 1
export CORE_UTILIZATION = 40

===== ./constraint.sdc =====
current_design Row_Normalization

set clk_period 10.3
set clk_io_pct 0.2

create_clock -name clk0 -period $clk_period

set non_clock_inputs [all_inputs -no_clocks]
set_input_delay [expr $clk_period * $clk_io_pct] -clock clk0 $non_clock_inputs
set_output_delay [expr $clk_period * $clk_io_pct] -clock clk0 [all_outputs]

===== ./design.v =====
`timescale 1ns / 1ps
`timescale 1ns / 1ps
module Normalization_unit (
     input signed [16-1:0] in,
     output signed [16-1:0] out
    );
    assign   out =  (in >>> 12)
                  + (in >>> 11)
                  + (in >>> 10)
                  + (in >>> 8)
                  + (in >>> 7)
                  + (in >>> 5)
                  + (in >>> 4)
                  + (in >>> 1);
endmodule
module Row_Normalization
    #(parameter N = 1)
    (input signed [(16 * N) - 1:0] Hin_x,
     input signed [(16 * N) - 1:0] Hin_y,
     input signed [16-1:0] yin_x,
     input signed [16-1:0] yin_y,
     output signed [(16 * N) - 1:0] Hout_x,
     output signed [(16 * N) - 1:0] Hout_y,
     output signed [16-1:0] yout_x,
     output signed [16-1:0] yout_y
    );
    wire signed [16-1:0] hin_x[0:N-1];
    wire signed [16-1:0] hin_y[0:N-1];
    wire signed [16-1:0] hout_x[0:N-1];
    wire signed [16-1:0] hout_y[0:N-1];
    genvar i;
    generate    
        for (i = 0; i < N; i = i + 1) begin 
            assign hin_x[i] = Hin_x[16*i + 16-1 : 16*i];
            assign hin_y[i] = Hin_y[16*i + 16-1 : 16*i];
        end
    endgenerate
    generate    
        for (i = 0; i < N; i = i + 1) begin
            Normalization_unit uhx(
                .in(hin_x[i]), .out(hout_x[i]));
        end
    endgenerate
    generate    
        for (i = 0; i < N; i = i + 1) begin
            Normalization_unit uhy(
                .in(hin_y[i]), .out(hout_y[i]));
        end
    endgenerate
    Normalization_unit uyx(.in(yin_x), .out(yout_x));
    Normalization_unit uyy(.in(yin_y), .out(yout_y));
    generate    
        for (i = 0; i < N; i = i + 1) begin
            assign Hout_x[16*i + 16-1 : 16*i] = hout_x[i];
            assign Hout_y[16*i + 16-1 : 16*i] = hout_y[i];
        end
    endgenerate
endmodule

==> run summary <==
outcome: finished clean
Seq share, synth: 0%
Psw: 1.16 mW
first-pass GRT wire length: 25.1 mm
core area: 18700 µm²
leakage: 4.69 nW
# IOs: 128
Post-CTS Setup Bufs: 0
pin count of the biggest net entering global routing: 11
number of clock buffers in the layout: 0
Hold Crit Class: primary input to output pin
sequential share of power: 0%
Hold Vio Cnt, Final: 0
vias per cell: 4.63
max-slew headroom at the worst pin: 70.6%
minimum clock period after layout: 9780 ps
port buffer count: 124
WL per Instance: 12.3 µm
Syn. warnings: 1
max-cap viol count: 0
Via Count: 5303
peak clock frequency supported by timing: 0.102 GHz
Die Wd: 140 µm
Worst setup endpoint: yout_y[14]
largest stage delay on the critical path: 660 ps
Log Warnings: 52
full die area: 19700 µm²
Cell Type Count: 32
RSZ-0062 raised after global routing: no
DRT Wirelength: 14.1 mm
worst-margin pin slew: 440 ps
yosys cell count: 773
grt total ovfl: 0
register area: 0 µm²
cts repair resizes: 0
initial antenna violation count: 0
min-delay src: Hin_x[1]
Switching Share: 41.7%
chip height: 140 µm
n_diodes: 0
CP Class: primary input to output pin
mean post-synth cell area: 9.88 µm²
initial core utilization: 40.8%
cells along the critical path: clkdlybuf4s50_1 -> inv_1 -> fa_1 -> inv_1 -> ha_1 -> fa_1 -> fa_1 -> inv_1 -> fa_1 -> fa_1 -> inv_1 -> ha_1 -> inv_1 -> fa_1 -> nor2b_1 -> o31ai_2 -> a21oi_2 -> a31oi_1 -> xnor2_1 -> clkdlybuf4s50_1
worst ir drop on vdd: 0.203 mV
Post-Syn Instances: 773
layout cell share with drive strength beyond 1: 6.69%
GP Congestion: 0.862
iteration count of the initial detailed-routing pass: 4
Combinational Power Share: 100.0%
Crit-path slowest cell: clkdlybuf4s50_1
type of origin of the critical path: primary input
clock power share: 0%
Int Power: 1.62 mW
CTS Hold Bufs: 0
Worst setup EP type: output pin
required time of the critical path: 8240 ps
Critical Path Fanout Max: 5
flop count: 0
most numerous logic cells after layout: inv_1 (220), fa_1 (164), ha_1 (124), clkdlybuf4s50_1 (124), xnor2_1 (49)
post-DP HPWL: 13.5 mm
most frequent logic cell in the layout: inv_1
Final Instance Area: 9300 µm²
most frequent CP cell: fa_1
vias in the first global route: 5420
pins over their slew limit: 0
Worst Setup SP: yin_y[13]
Tot Pwr: 2.77 mW
post-route setup TNS: 0 ps
Pwr per Cell Area: 298 nW/µm²
post-synthesis cell area: 7640 µm²
post-route ant nets: 0
# rows: 50
endpoints failing setup: 0
initial drt markers: 87
Area Growth Syn to Fin: 21.7%
GRT Resource Usage Total: 16.5%
yosys stat area: 7640 µm²
DR DRC count: 0
placement-stage cell area: 9300 µm²
crit share post-route: 94.9%
Crit path arrival time: 7720 ps
==> critical path, delay by kind of cell <==
family	cells	cell delay, ps
AND/OR/NAND/NOR	1	240
XOR/XNOR	1	160
adder cells (fa/ha/maj)	8	3260
buffers and inverters	7	1540
AND-OR/OR-AND	3	440
==> area by class of cell <==
type | instances | area [µm²]
fill | 1755 | 9400
inverter | 220 | 826
multi-input combinational | 549 | 6800
tap | 234 | 293
timing repair buffer | 143 | 1380
==> cell families after synthesis <==
| kind of cell | count (synthesis) | synth area share [%] |
|---|---|---|
| fa+ha+maj | 288 | 63.3 |
| buf+inv | 224 | 11.0 |
| compound gates | 107 | 11.9 |
| simple gates | 86 | 5.98 |
| xor+xnor | 68 | 7.80 |
==> power groups by stage <==
stage / combinational, mW / sequential (mW) / clock [mW]
after CTS: 2.83 / 0 / 0
after global routing: 3.13 / 0 / 0
final: 2.77 / 0 / 0
==> through the flow <==
| step | hold slack (ps) | utilization (%) | cells | setup slack, ps |
|---|---|---|---|---|
| CTS | 5360 | 49.7 | 1146 | 452 |
| global placement | 5360 | 49.7 | 1146 | 455 |
| global route | 5390 | 49.7 | 1146 | 137 |
| finish | 5350 | 49.7 | 1146 | 520 |
| floorplan | 4340 | - | 773 | 1980 |
| detailed placement | 5350 | 49.7 | 1146 | 493 |
==> how the worst min path moves through the flow <==
stage / to / slack [ps] / cells after the start
CTS: Hout_x[0] / 5360 / 4
global route: yout_y[0] / 5390 / 4
finish: Hout_x[0] / 5350 / 4
==> cells in the mapped netlist <==
master	count	area, µm²
o2111ai_4	4	105
nand3_1	8	40.0
nor2b_1	11	68.8
xnor2_1	49	429
o21a_1	8	60.1
a21boi_1	4	30.0
nand3_2	4	40.0
a21o_1	17	128
o21bai_2	4	45.0
o211a_1	4	40.0
o31ai_4	1	21.3
and3_1	8	50.1
clkbuf_1	4	15.0
o21ai_2	4	35.0
a21oi_2	8	70.1
nand2b_1	1	6.26
a21oi_1	31	155
nor2_1	13	48.8
and2_1	4	25.0
fa_1	164	3280
o31ai_2	3	37.5
a31oi_1	4	25.0
o21ai_0	9	45.0
nor3_2	3	30.0
xor2_1	19	166
nor2b_4	1	13.8
inv_1	220	826
nand2_1	29	109
or2_2	4	25.0
a21o_2	1	8.76
a31oi_4	5	106
ha_1	124	1550
==> routing by layer <==
| layer | global-route usage [%] | vias up | wire length [µm] |
|---|---|---|---|
| met4 | 0.174 | 0 | 15 |
| met1 | 25.0 | 2554 | 6490 |
| met3 | 2.44 | 2 | 474 |
| li1 | - | 2655 | - |
| met5 | 0 | - | 0 |
| met2 | 27.6 | 92 | 7150 |
Power and IR drop assume default switching activity.
