==> design/flow/design.v <==
`timescale 1ns / 1ps
`timescale 1ns / 1ps
module ColumnNormUpdate
    #(parameter N = 2) (
        input [(N*16)-1:0] Harray_i,            
        input [(8*7) - 1:0] colnorm_i,
        output [(8*7) - 1:0] colnorm_o
    );
    wire signed [16-1:0] h_i_wl[0:N-1];    
    wire signed [7-1:0] h_i[0:N-1];
    wire signed [7-1:0] norm_i[0:7];
    wire signed [2*7-1:0] h_i_sq_2l[0:N-1];
    wire signed [7-1:0] h_i_sq[0:N-1];
    wire signed [7-1:0] norm_o[0:7];
    genvar i, j;
    generate     
        for (i = 0; i < 8; i = i+1) begin
            assign norm_i[i] = colnorm_i[7*i + 7-1: 7*i];
        end
        for (i = 0; i < N; i = i+1) begin
            assign h_i_wl[i] = Harray_i[i*16 + 16-1:i*16];
            assign h_i[i] = h_i_wl[i] >>> (12 - 4);
        end
    endgenerate
    generate     
        for (j = 0; j < 8-N; j = j+1) begin
            assign norm_o[j] = norm_i[j];
        end
    endgenerate
    generate     
        for (j = 0; j < N; j = j+1) begin
            assign h_i_sq_2l[j] = h_i[j] * h_i[j];
            assign h_i_sq[j] = h_i_sq_2l[j] >>> 4;
            assign norm_o[j+8-N] = norm_i[j+8-N] - h_i_sq[j];
        end
    endgenerate
    generate     
        for (i = 0; i < 8; i = i+1) begin
            assign colnorm_o[7*i + 7-1: 7*i] = norm_o[i];
        end
    endgenerate
endmodule
==> design/flow/run.sh <==
#!/bin/bash
# OpenROAD 26Q1-2900-gdf79404cd8, Yosys 0.63+post, stock flow scripts
make -C /OpenROAD-flow-scripts/flow DESIGN_CONFIG=/design/flow/config.mk WORK_HOME=/design/flow/orfs finish
==> design/flow/config.mk <==
export PLATFORM = sky130hd
export DESIGN_NAME = ColumnNormUpdate
export DESIGN_NICKNAME = ColumnNormUpdate
export VERILOG_FILES = /design/flow/design.v
export SDC_FILE = /design/flow/constraint.sdc
export NUM_CORES = 4
export LEC_CHECK = 1
export CORE_UTILIZATION = 30
==> design/flow/constraint.sdc <==
current_design ColumnNormUpdate

set clk_period 11.7
set clk_io_pct 0.2

create_clock -name clk0 -period $clk_period

set non_clock_inputs [all_inputs -no_clocks]
set_input_delay [expr $clk_period * $clk_io_pct] -clock clk0 $non_clock_inputs
set_output_delay [expr $clk_period * $clk_io_pct] -clock clk0 [all_outputs]
==> impl_metrics.env <==
# yosys + openroad results
export IMPL_core_sq_mm=0.0105
export IMPL_fp_util_pct=31.2
export IMPL_cp_startpoint="Harray_i[9]"
export IMPL_drt_iter0_markers=28
export IMPL_synth_seq_share_pct=0
export IMPL_warnings=52
export IMPL_grt_pass1_wl_mm=8.80
export IMPL_cp_end_kind="primary output"
export IMPL_critical_path_slowest_cell="clkdlybuf4s50_1"
export IMPL_drc=0
export IMPL_ir_drop_mv=0.187
export IMPL_dieArea_sq_mm=0.0113
export IMPL_power_frac_comb_pct=100.0
export IMPL_slew_violations=0
export IMPL_synthCells=384
export IMPL_io_pins=144
export IMPL_ys_warn_count=1
export IMPL_yosys_area_sq_mm=0.00327
export IMPL_cts_resized_gates=0
export IMPL_routed_wl_mm=4.75
export IMPL_hold_start="colnorm_i[0]"
export IMPL_num_vias=2207
export IMPL_clkPwrFrac_pct=0
export IMPL_lay_top_count="inv_1"
export IMPL_nClkBuffers=0
export IMPL_grt_pass1_vias=2164
export IMPL_leakage_nw=1.79
export IMPL_power_density_mw_per_mm2=211
export IMPL_synth_area_sq_mm=0.00327
export IMPL_post_place_ws_ns=1.64
export IMPL_fin_setup_tns_ns=0
export IMPL_crit_fanout=13
export IMPL_grt_max_degree=14
export IMPL_p_sw_share_pct=39.2
export IMPL_cpPeakStageDelay_ns=0.73
export IMPL_power_net_switching_mw=0.291
export IMPL_area_delta_synth_final_pct=7.39
export IMPL_die_w_microns=106
export IMPL_critPathKind="input port to primary output"
export IMPL_rsz0062_at_grt="no"
export IMPL_drive_above_1_share_pct=4.49
export IMPL_seq_area_sq_um=0
export IMPL_finalHoldViolations=0
export IMPL_cts_hold_buf=0
export IMPL_slew_headroom_pct=71.1
export IMPL_yosysCellCount=384
export IMPL_avgRoutedWirePerCell_microns=9.21
export IMPL_ys_types=31
export IMPL_postRouteAntennaNets=0
export IMPL_globalplace_congestion=0.810
export IMPL_tightestPinTransition_ns=0.433
export IMPL_holdWs_ns=4.68
export IMPL_setup_violations=0
export IMPL_cts_setup_buffers=0
export IMPL_status="completed"
export IMPL_grt_overflow=0
export IMPL_fillers=1114
export IMPL_period_used_pct=86.0
export IMPL_cp_data_required_time_ns=9.36
export IMPL_crit_arrival_ns=7.72
export IMPL_layout_min_cycle_time_ns=10.06
export IMPL_synth_area_per_cell_sq_um=8.51
export IMPL_cell_internal_pwr_mw=0.451
export IMPL_grt_antenna_before_repair=0
export IMPL_rows=37
export IMPL_crit_chain="clkdlybuf4s50_1 -> nand2_1 -> xnor2_1 -> ha_1 -> inv_1 -> fa_1 -> inv_1 -> fa_1 -> inv_1 -> fa_1 -> inv_1 -> ha_1 -> nor2b_1 -> nor2_1 -> o21bai_1 -> xnor2_1 -> ha_1 -> o21ai_0 -> a21oi_1 -> xnor2_1 -> xnor2_1 -> clkdlybuf4s50_1"
export IMPL_cap_violations=0
export IMPL_hold_depth=0
export IMPL_hp_class="input port to primary output"
export IMPL_viasPerCell=4.29
export IMPL_seq_power_share_pct=0
export IMPL_layout_setup_ws_ns=1.64
export IMPL_die_y_microns=106
export IMPL_mostFrequentLayoutCells="inv_1, ha_1, fa_1"
export IMPL_post_dp_hpwl_mm=4.27
export IMPL_dr_pass1_iters=3
export IMPL_start_kind="input port"
export IMPL_grt_usage_pct=9.25
export IMPL_fmax_mhz=99.4
export IMPL_diodes=0
export IMPL_port_buffers=42
export IMPL_flops=0
power by group through the flow:
stage,logic [mW],registers (mW),clock network (mW)
6_report,0.742,0,0
5_1_grt,0.849,0,0
4_1_cts,0.757,0,0
stage by stage:
step / total power, mW / area (sq um) / cells / util, %
6_report: 0.742 / 3510 / 515 / 33.5
5_1_grt: 0.849 / 3510 / 515 / 33.5
4_1_cts: 0.757 / 3510 / 515 / 33.5
3_5_place_dp: 0.753 / 3510 / 515 / 33.5
3_3_place_gp: 0.747 / 3510 / 515 / 33.5
2_1_floorplan: 0.478 / 3270 / 384 / -
cell type report:
cell class	count	area, sq um	area share [%]
Multi-Input combinational cell	253	2600	74.2
Inverter	84	315	8.99
Timing Repair Buffer	42	420	12.0
Tap cell	136	170	4.85
synthesized netlist by cell type, types with 3 or more instances:
master	n	area share, %
inv_1	84	9.7
ha_1	49	19
fa_1	46	28
buf_4	42	9.7
xnor2_1	34	9.1
a21oi_1	16	2.5
nand2_1	15	1.7
and2_1	13	2.5
xor2_1	12	3.2
nor2_1	10	1.1
nor2b_1	9	1.7
a21o_1	8	1.8
and3_1	5	0.96
a31o_2	4	1.1
and2_2	4	0.92
nand2b_1	4	0.77
o21ai_0	4	0.61
o21bai_1	4	0.92
clkbuf_1	3	0.34
path summary, 6_finish.rpt:
path	end	slack [ns]
worst max-delay path	colnorm_o[48]	1.64
worst min-delay path	colnorm_o[0]	4.68
worst max-delay path: cells and delay by family:
family | cells | cell delay, ns
buffers and inverters | 6 | 1.39
adder cells (fa/ha/maj) | 6 | 2.49
XOR/XNOR | 4 | 0.59
AND-OR/OR-AND | 3 | 0.40
AND/OR/NAND/NOR | 3 | 0.48
layer usage:
layer  track usage (%)  vias to the layer above  share of wire (%)
met5                 0                        -                  0
met4             0.794                        0               0.67
met3              1.50                       10                6.4
met2              15.9                       39                 47
met1              13.0                     1026                 46
li1                  -                     1132                  -
cell families (layout without fill, tap and decap cells):
logic type / count (synthesis) / after routing / synth area share (%)
buffers and inverters: 131 / 126 / 20.3
AND/OR/NAND/NOR: 72 / 72 / 12.4
AND-OR/OR-AND: 40 / 40 / 8.00
XOR/XNOR: 46 / 46 / 12.3
adder cells (fa/ha/maj): 95 / 95 / 47.0
Power is estimated from default activity; no workload was simulated.
