## design/flow/constraint.sdc

```tcl
current_design PED_calculate_1path

set clk_period 55.7
set clk_io_pct 0.2

create_clock -name clk0 -period $clk_period

set non_clock_inputs [all_inputs -no_clocks]
set_input_delay [expr $clk_period * $clk_io_pct] -clock clk0 $non_clock_inputs
set_output_delay [expr $clk_period * $clk_io_pct] -clock clk0 [all_outputs]
```

## design/flow/config.mk

```make
export PLATFORM = sky130hd
export DESIGN_NAME = PED_calculate_1path
export DESIGN_NICKNAME = PED_calculate_1path
export VERILOG_FILES = /design/flow/design.v
export SDC_FILE = /design/flow/constraint.sdc
export NUM_CORES = 4
export LEC_CHECK = 1
export CORE_UTILIZATION = 50
```

## design/flow/run.sh

```bash
#!/bin/bash
# OpenROAD 26Q1-2900-gdf79404cd8, Yosys 0.63+post, stock flow scripts
make -C /OpenROAD-flow-scripts/flow DESIGN_CONFIG=/design/flow/config.mk WORK_HOME=/design/flow/orfs finish
```

## design/flow/design.v

```verilog
`timescale 1ns / 1ps
`timescale 1ns / 1ps
module PathGenerator(
        input signed [15 - 1:0]    R,
        input signed [15 - 1:0]    Y,
        output [4 * 2 - 1:0]        PATH,
        output [4*15 - 1:0]    PED
    );
    wire signed [2 * 15 - 1:0]     prod[1:0];
    wire signed [15 - 1:0]         err[3:0];
    wire [2*15 - 1:0]              err2[3:0];
    wire [15 - 1:0]                ped[3:0];
    wire signed [15-1:0]               C0 = -16'd3886;
    wire signed [15-1:0]               C1 = -16'd1295;
    assign prod[0] = ((C0 * R) >>> 12); 
    assign prod[1] = ((C1 * R) >>> 12); 
    assign err[0] = Y - prod[0];     
    assign err[1] = Y - prod[1];     
    assign err[2] = Y + prod[1];     
    assign err[3] = Y + prod[0];     
    assign err2[0] = err[0] * err[0];
    assign err2[1] = err[1] * err[1];
    assign err2[2] = err[2] * err[2];
    assign err2[3] = err[3] * err[3];
    assign ped[0] = (err2[0] >>> 12);
    assign ped[1] = (err2[1] >>> 12);
    assign ped[2] = (err2[2] >>> 12);
    assign ped[3] = (err2[3] >>> 12);
    assign PED  = {ped[3], ped[2], ped[1], ped[0]};
    assign PATH = { 2'b00,  2'b01,  2'b11,  2'b10};
endmodule
module PathFinder
    #(parameter N = 2)(
        input clk, rst,
        input [N * 15 - 1:0]           Rarr,
        input signed [15 - 1:0]        Y,
        input [4 * (N - 1) * 2 - 1:0]   PATH_in,
        input [4 * 15 - 1:0]       PED_in,
        output [4 * 4 * N * 2 - 1:0]    PATH_out,
        output [4 * 4 * 15 - 1:0]  PED_out
    );
    wire signed [15-1:0] C0 = -16'd3886;
    wire signed [15-1:0] C1 = -16'd1295;
    wire signed [2 * 15-1:0]   ChildProd[1:0];
    wire signed [15-1:0]       Rpivot;
    wire [1:0]                  RpivotXORerr[3:0];
    wire [4 * N * 2 - 1:0]      PATH4[3:0];
    wire [4 * 15 - 1:0]    PED4[3:0];
    wire [1:0]                  errsign[3:0];  
    reg  [4 * N * 2 - 1:0]      PATH4_buf[3:0];
    reg  [4 * 15 - 1:0]    PED4_buf[3:0];
    reg  [1:0]                  RpivotXORerr_buf[3:0];  
    assign Rpivot = Rarr[15-1:0];
    assign ChildProd[0] = ((C0 * Rpivot) >>> 12);
    assign ChildProd[1] = ((C1 * Rpivot) >>> 12);
    genvar i;
    generate
        for (i = 0; i < 4; i = i + 1) begin
            PED_calculate_1path #(.N(N)) u_PathCal(
                .Rarr(Rarr[N * 15 - 1:15]),
                .Y(Y),
                .PATH_in(PATH_in[(i+1) *(N-1)*2 - 1: i *(N-1)*2]),
                .PED_in(PED_in[i*15 + 15 - 1: i*15]),
                .ChildProd0(ChildProd[0]),
                .ChildProd1(ChildProd[1]),
                .PATH_out(PATH4[i]),
                .PED_out(PED4[i]),
                .errsign(errsign[i])
            );
            assign RpivotXORerr[i] = {2{Rpivot[15-1]}} ~^ errsign[i];
            always@(posedge clk or negedge rst) begin
                if (~rst) begin
                    PATH4_buf[i] <= 0;
                    PED4_buf[i]  <= 0;
                    RpivotXORerr_buf[i] <= 0;
                end else begin
                    PATH4_buf[i] <= PATH4[i];
                    PED4_buf[i]  <= PED4[i];
                    RpivotXORerr_buf[i] <= RpivotXORerr[i];
                end
            end
            BranchSort #(.N(N)) u_BS(
                .PATH_in(PATH4_buf[i]),
                .PED_in(PED4_buf[i]),
                .dir(RpivotXORerr_buf[i]),
                .PATH_out(PATH_out[(i+1) * 4 * N * 2 - 1: i * 4 * N * 2]),
                .PED_out(PED_out[(i+1) * 4 * 15 - 1: i * 4 * 15])
            );
        end
    endgenerate
endmodule
module PED_calculate_1path
    #(parameter N = 2)(
        input [N * 15 - 1:15]     Rarr,
        input signed [15 - 1:0]    Y,
        input [N * 2 - 1:2]         PATH_in,
        input [15 - 1:0]       PED_in,
        input [2 * 15 - 1:0]       ChildProd0,
        input [2 * 15 - 1:0]       ChildProd1,        
        output [4 * N * 2 - 1:0]    PATH_out,
        output [4 * 15 - 1:0]  PED_out,
        output [1:0]                errsign
    );
    localparam LEN = N - 1;
    wire signed [15-1:0] C0 = -16'd3886;
    wire signed [15-1:0] C1 = -16'd1295;
    wire signed [15-1:0] C2 =  16'd1295;
    wire signed [15-1:0] C3 =  16'd3886;
    wire        [1:0]           x[N-1:1];
    wire signed [15-1:0]       r[N-1:1];
    reg  signed [2 * 15-1:0]   prod[N-1:1];
    wire signed [15-1:0]       sum[2 * (LEN-1):0];
    wire signed [15 - 1:0] err[3:0];
    wire [2 * 15 - 1:0]    err2[3:0];
    wire [15 - 1:0]        ped[3:0];
    genvar i;
    generate        
        for (i = 1; i < N; i = i + 1) begin
            assign r[i] = Rarr[i * 15 + 15 - 1: i * 15];
            assign x[i] = PATH_in[i * 2 + 1: i * 2];
            always@* begin
                case(x[i])
                    2'b10: prod[i] = (r[i] * C0) >>> 12;
                    2'b11: prod[i] = (r[i] * C1) >>> 12;
                    2'b01: prod[i] = (r[i] * C2) >>> 12;
                    2'b00: prod[i] = (r[i] * C3) >>> 12;
                endcase
            end
            assign sum[i-1] = prod[i];
        end
    endgenerate
    generate         
        for (i = 0; i < LEN-1; i = i + 1) begin
            assign sum[i + LEN] = sum[i * 2] + sum[i * 2 + 1];
        end
    endgenerate
    assign err[0] = Y - ChildProd0 - sum[2 * (LEN-1)];   
    assign err[1] = Y - ChildProd1 - sum[2 * (LEN-1)];   
    assign err[2] = Y + ChildProd1 - sum[2 * (LEN-1)];   
    assign err[3] = Y + ChildProd0 - sum[2 * (LEN-1)];   
    assign err2[0] = (err[0] * err[0] >>> 12);
    assign err2[1] = (err[1] * err[1] >>> 12);
    assign err2[2] = (err[2] * err[2] >>> 12);
    assign err2[3] = (err[3] * err[3] >>> 12);
    assign ped[0] = err2[0] + PED_in;
    assign ped[1] = err2[1] + PED_in;
    assign ped[2] = err2[2] + PED_in;
    assign ped[3] = err2[3] + PED_in;
    assign PATH_out = {PATH_in, 2'b00, PATH_in, 2'b01, PATH_in, 2'b11, PATH_in, 2'b10};
    assign PED_out  = { ped[3],         ped[2],         ped[1],         ped[0]};
    assign errsign  = {err[2][15-1], err[1][15-1]};
endmodule
```

==> impl_metrics.py <==
# Generated from Yosys and OpenROAD reports
metrics = {
    "status": {
        "status": "completed",
    },
    "route": {
        "first_iter_violations": 1110,
        "num_vias": 31100,
        "wl_um": 105000,
        "via_per_inst": 4.96,
        "n_antenna_cell": 0,
        "ant_nets": 0,
        "drc_errors": 0,
        "drt_first_pass_iters": 6,
        "routedWlPerCell_um": 16.7,
    },
    "cells_and_area": {
        "seqCellArea_um2": 0,
        "seq_cell_count": 0,
        "nClkBuffers": 0,
        "fill_cells": 8213,
        "area_growth_pct": 7.28,
        "drive_above_1_share_pct": 2.66,
        "fin_cells": 6272,
        "stdcell_area_mm2": 0.0478,
        "logic_area_mm2": 0.0386,
    },
    "placed_design": {
        "globalplace.congestion": 0.964,
        "hpwl_um": 93600,
        "port_buffers": 147,
        "place_area_mm2": 0.0478,
        "dp.cells": 6272,
    },
    "floorplanning": {
        "die_area_mm2": 0.0903,
        "core_area_mm2": 0.0882,
        "fp.dieH_um": 300,
        "die_w_um": 300,
        "fp_util_pct": 50.5,
        "io_pins": 185,
        "fp-row-count": 109,
    },
    "sta": {
        "rsz0062_at_grt": "no",
        "finalMaxSlewViolations": 0,
        "slew_headroom_pct": 42.1,
        "final-setup-viol-count": 0,
        "worst_pin_slew_ns": 0.866,
        "fmax_ghz": 0.0250,
        "period_minus_slack_ns": 39.98,
        "finalCritPeriodShare_pct": 71.8,
        "final.setup.tns_ns": 0,
        "hold_slack_ns": 23.31,
        "finalHoldViolations": 0,
    },
    "synth": {
        "ys_sh_aoi_pct": 6.61,
        "synth_cell_types": 78,
        "ys_warn_count": 2,
        "synthTopCellsByCount": "inv_1, fa_1, ha_1",
        "synth_adder_area_share_pct": 63.7,
        "mux_share_pct": 0.730,
        "synth-xor-area-share_pct": 6.95,
        "topCellsByArea": "fa_1, ha_1, inv_1",
        "simple_gate_area_share_pct": 8.58,
        "yosys.stat.seqShare_pct": 0,
        "yosys_area_mm2": 0.0445,
        "syn_area_mm2": 0.0445,
        "netlist.area_leader.share_pct": 44.1,
        "synth_area_per_cell_um2": 9.01,
        "yosysMostFrequentCell": "inv_1",
        "yosysTopAreaCell": "fa_1",
        "syn_inst": 4940,
        "ys_cells": 4940,
        "logic_family": "adder cells",
    },
    "cts": {
        "cts_setup_buffers": 0,
        "post_cts_resized": 0,
        "ctsHoldBuffers": 0,
    },
    "setup_path": {
        "cp_max_fo": 11,
        "worst_path_max_delay_cell": "clkdlybuf4s50_1",
        "arrival_ns": 28.84,
        "slowest_delay_ns": 0.91,
        "critPathLaunchType": "input pin",
        "required_ns": 44.56,
        "crit_top_cell": "fa_1",
        "crit_type": "in2out",
        "endpoint_kind": "output pin",
        "crit_start": "Rarr[17]",
    },
    "global_routing": {
        "grt_pass1_vias": 33500,
        "grt_pass1_wl_um": 175000,
        "grt_max_degree": 32,
        "grt_use_total_pct": 26.9,
        "overflow": 0,
        "antenna_found_initial": 6,
    },
    "flow_run": {
        "tool_warnings": 127,
        "maxCapViolations": 0,
    },
    "hold_path": {
        "worstHoldStart": "PATH_in[2]",
        "hold_path.class": "in2out",
    },
}
==> worst paths after layout <==
path,endpoint,slack [ns],cells after the start
min,PATH_out[6],23.31,3
max,PED_out[14],15.72,55
==> worst max-delay path: cells and delay by family <==
| family | cells | cell delay (ns) |
|---|---|---|
| adders and majority gates | 16 | 7.00 |
| and+or+nand+nor | 6 | 1.68 |
| AOI/OAI and AO/OA | 19 | 4.74 |
| xor gates and xnor gates | 7 | 1.87 |
| buffers and inverters | 7 | 2.36 |
==> metal layers <==
layer | GRT usage (%) | wire (µm)
met2 | 41.8 | 48800
met4 | 3.33 | 1770
met5 | 1.48 | 274
met1 | 38.7 | 44000
met3 | 10.1 | 10100
==> logic make-up after synthesis <==
| group | count (synthesis) |
|---|---|
| AND/OR/NAND/NOR | 880 |
| AND-OR/OR-AND | 446 |
| XOR/XNOR | 343 |
| other | 2 |
| adder cells (fa/ha/maj) | 1678 |
| multiplexers | 20 |
| buffers and inverters | 1571 |
==> area by class of cell <==
class,count,share of cell area (%)
timing repair buffer,229,4.36
tap,1165,3.05
inverter,1503,11.8
multi-input combinational,3375,80.8
==> cell usage in the layout, fill, tap and decap left out, types with 5 or more instances in the layout <==
master and count:
nor2_1 356, a31oi_1 11, mux2i_1 10, nand2b_1 41, buf_4 82, a31o_2 12
xnor3_1 5, or2_2 12, mux4_2 10, a211oi_1 13, inv_1 1483, xor2_1 105
o21ai_0 75, and2_1 21, conb_1 8, or3_1 8, a21oi_1 137, nand3b_1 5
inv_2 5, nand3_1 25, fa_1 982, nor2b_1 32, o211ai_1 7, clkinv_1 15
nor3_1 55, a21o_1 63, o31ai_1 6, a21boi_0 5, nand4_1 11, ha_1 696
clkdlybuf4s50_1 146, xnor2_1 230, o21bai_1 27, nand2_1 291, and3_1 6, a2111oi_0 7
o21a_1 39
==> through the flow <==
stage	util (%)	worst slack, ns
2_1_floorplan	-	19.66
3_3_place_gp	54.1	15.56
3_5_place_dp	54.1	15.51
4_1_cts	54.1	15.41
5_1_grt	54.1	14.52
6_report	54.1	15.72
