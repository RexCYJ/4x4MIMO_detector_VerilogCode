<file path="flow/design.v">
`timescale 1ns / 1ps
`timescale 1ns / 1ps
module AngleRegulator
    (input signed [16-1:0] xi,
     input signed [16-1:0] yi,
     input en,
     output reg signed [16-1:0] xo,
     output reg signed [16-1:0] yo
    );
    always@* begin
        if (en == 1) begin
            xo = -xi;
            yo = -yi;
        end else begin 
            xo = xi;
            yo = yi;
        end
    end
endmodule
module Row_AngleRegulator
    #(parameter N = 2)
    (input signed [(16 * N) - 1:0] Hin_x,
     input signed [(16 * N) - 1:0] Hin_y,
     input signed [16-1:0] Yin_x,
     input signed [16-1:0] Yin_y,
     output signed [(16 * N) - 1:0] Hout_x,
     output signed [(16 * N) - 1:0] Hout_y,
     output signed [16-1:0] Yout_x,
     output signed [16-1:0] Yout_y
    );
    wire signed [16-1:0] hin_x[0:N-1];
    wire signed [16-1:0] hin_y[0:N-1];
    wire signed [16-1:0] hx[0:N-1];
    wire signed [16-1:0] hy[0:N-1];
    genvar i;  
    generate    
       for (i = 0; i < N; i = i + 1) begin 
           assign hin_x[i] = Hin_x[16*i + 16-1 : 16*i];
           assign hin_y[i] = Hin_y[16*i + 16-1 : 16*i];
       end
    endgenerate
    assign en_rotate = hin_x[0][16-1];
    generate 
       for (i = 0; i < N; i = i + 1) begin
           AngleRegulator AR_H(
               .xi(hin_x[i]), .yi(hin_y[i]),
               .en(en_rotate),
               .xo(hx[i]), .yo(hy[i])
           );
       end
    endgenerate
    AngleRegulator AR_Y(
               .xi(Yin_x), .yi(Yin_y),
               .en(en_rotate),
               .xo(Yout_x), .yo(Yout_y)
    );
    generate    
       for (i = 0; i < N; i = i + 1) begin 
           assign Hout_x[16*i + 16-1 : 16*i] = hx[i];
           assign Hout_y[16*i + 16-1 : 16*i] = hy[i];
       end
    endgenerate
endmodule
module RowRotation
    #(parameter N = 8) (
        input clk,
        input signed [(16 * N) - 1:0] Hin_x,
        input signed [(16 * N) - 1:0] Hin_y,
        input signed [16-1:0] Yin_x,
        input signed [16-1:0] Yin_y,
        output signed [(16 * N) - 1:0] Hout_x,
        output signed [(16 * N) - 1:0] Hout_y,
        output signed [16-1:0] Yout_x,
        output signed [16-1:0] Yout_y
    );
    wire signed [(16 * N) - 1:0] Hx_C[0:9];
    wire signed [(16 * N) - 1:0] Hy_C[0:9];
    wire signed [16-1:0] yx_C[0:9];
    wire signed [16-1:0] yy_C[0:9];
    reg signed [(16 * N) - 1:0] Hx_FF_0;
    reg signed [(16 * N) - 1:0] Hy_FF_0;
    reg signed [16-1:0] Yx_FF_0;
    reg signed [16-1:0] Yy_FF_0;
    reg signed [(16 * N) - 1:0] Hx_FF_1;
    reg signed [(16 * N) - 1:0] Hy_FF_1;
    reg signed [16-1:0] Yx_FF_1;
    reg signed [16-1:0] Yy_FF_1;
    wire signed [(16 * N) - 1:0] Hx_FF_2;
    wire signed [(16 * N) - 1:0] Hy_FF_2;
    wire signed [16-1:0] Yx_FF_2;
    wire signed [16-1:0] Yy_FF_2;
    genvar i;
    Row_AngleRegulator #(.N(N)) RowAR(
        .Hin_x(Hin_x), .Hin_y(Hin_y),
        .Yin_x(Yin_x), .Yin_y(Yin_y),
        .Hout_x(Hx_C[0]), .Hout_y(Hy_C[0]),
        .Yout_x(yx_C[0]), .Yout_y(yy_C[0])
    );
    generate
        for (i=0; i < 2; i = i + 1) begin
            Row_CORDIC #(.N(N), .level(i)) u_RowCORDIC_0(
                .Hin_x(Hx_C[i]), .Hin_y(Hy_C[i]),
                .Yin_x(yx_C[i]), .Yin_y(yy_C[i]),
                .Hout_x(Hx_C[i+1]), .Hout_y(Hy_C[i+1]),
                .Yout_x(yx_C[i+1]), .Yout_y(yy_C[i+1])
            );
        end
        always@(posedge clk) begin       
            Hx_FF_0 <= Hx_C[2];
            Hy_FF_0 <= Hy_C[2];
            Yx_FF_0 <= yx_C[2];
            Yy_FF_0 <= yy_C[2];
        end
        Row_CORDIC #(.N(N), .level(2)) u_RowCORDIC_1(
            .Hin_x(Hx_FF_0), .Hin_y(Hy_FF_0),
            .Yin_x(Yx_FF_0), .Yin_y(Yy_FF_0),
            .Hout_x(Hx_C[2+1]), .Hout_y(Hy_C[2+1]),
            .Yout_x(yx_C[2+1]), .Yout_y(yy_C[2+1])
        );
        for (i=2+1; i < 6; i = i + 1) begin
            Row_CORDIC #(.N(N), .level(i)) u_RowCORDIC_2(
                .Hin_x(Hx_C[i]), .Hin_y(Hy_C[i]),
                .Yin_x(yx_C[i]), .Yin_y(yy_C[i]),
                .Hout_x(Hx_C[i+1]), .Hout_y(Hy_C[i+1]),
                .Yout_x(yx_C[i+1]), .Yout_y(yy_C[i+1])
            );
        end
        always@(posedge clk) begin       
            Hx_FF_1 <= Hx_C[6];
            Hy_FF_1 <= Hy_C[6];
            Yx_FF_1 <= yx_C[6];
            Yy_FF_1 <= yy_C[6];
        end
        Row_CORDIC #(.N(N), .level(6)) u_RowCORDIC_3(
            .Hin_x(Hx_FF_1), .Hin_y(Hy_FF_1),
            .Yin_x(Yx_FF_1), .Yin_y(Yy_FF_1),
            .Hout_x(Hx_C[6+1]), .Hout_y(Hy_C[6+1]),
            .Yout_x(yx_C[6+1]), .Yout_y(yy_C[6+1])
        );
        for (i=6+1; i < 9; i = i + 1) begin
            Row_CORDIC #(.N(N), .level(i)) u_RowCORDIC_4(
                .Hin_x(Hx_C[i]), .Hin_y(Hy_C[i]),
                .Yin_x(yx_C[i]), .Yin_y(yy_C[i]),
                .Hout_x(Hx_C[i+1]), .Hout_y(Hy_C[i+1]),
                .Yout_x(yx_C[i+1]), .Yout_y(yy_C[i+1])
            );
        end
    endgenerate
    Row_Normalization #(.N(N)) u_RowNormalize(
        .Hin_x(Hx_C[9]), .Hin_y(Hy_C[9]),
        .yin_x(yx_C[9]), .yin_y(yy_C[9]),
        .Hout_x(Hout_x), .Hout_y(Hout_y),
        .yout_x(Yout_x), .yout_y(Yout_y)
    );
endmodule
</file>
<file path="flow/run.sh">
#!/bin/bash
# OpenROAD 26Q1-2900-gdf79404cd8, Yosys 0.63+post, stock flow scripts
make -C /OpenROAD-flow-scripts/flow DESIGN_CONFIG=/design/flow/config.mk WORK_HOME=/design/flow/orfs finish
</file>
<file path="flow/config.mk">
export PLATFORM = sky130hd
export DESIGN_NAME = Row_AngleRegulator
export DESIGN_NICKNAME = Row_AngleRegulator
export VERILOG_FILES = /design/flow/design.v
export SDC_FILE = /design/flow/constraint.sdc
export NUM_CORES = 4
export LEC_CHECK = 1
export CORE_AREA = 10 10 132 132
export DIE_AREA = 0 0 142 142
</file>
<file path="flow/constraint.sdc">
current_design Row_AngleRegulator

set clk_period 5.5
set clk_io_pct 0.2

create_clock -name clk0 -period $clk_period

set non_clock_inputs [all_inputs -no_clocks]
set_input_delay [expr $clk_period * $clk_io_pct] -clock clk0 $non_clock_inputs
set_output_delay [expr $clk_period * $clk_io_pct] -clock clk0 [all_outputs]
</file>
==> impl_metrics.tcl <==
# yosys + openroad results
set metrics [dict create \
    portBuffers 192 \
    sequential_cell_total 0 \
    preCtsSetupSlack_ns 0.944 \
    drt_first_iter_violations 74 \
    power_density_nw_per_um2 86.5 \
    finalWorstPathRequiredPeriod_ns 4.55 \
    hold_class "in2out" \
    critical_path_buf_inv_count 2 \
    synthDistinctLibCells 27 \
    initCoreUtil 0.130 \
    totalNegativeSetupSlack_ns 0 \
    antennaDiodeCount 0 \
    critPathMaxStageDelay_ns 0.52 \
    post-synth-top-area-fraction 0.386 \
    power_frac_clock 0 \
    number_of_global_route_vias_before_repair 2664 \
    critical_path_peak_fanout 5 \
    postRouteWirelength_mm 9.65 \
    crit_required_ns 4.40 \
    grt_most_used_layer "met2" \
    total_switching_power_w 0.000110 \
    syn_inst 281 \
    critPathLaunchType "input pin" \
    die_height_um 142 \
    postSynthSeqShare 0 \
    detail-route-antenna-nets 0 \
    global_route_wire_length_before_repair_mm 14.7 \
    detail_route.first_pass.iterations 4 \
    synth_stat.cells 281 \
    syn_area_per_cell_um2 6.71 \
    syn_to_final_growth_pct 111 \
    seqPwrFrac 0 \
    dpl.hpwl_mm 8.71 \
    ys_warn_count 4 \
    nClkBuffers 0 \
    setup_viol 0 \
    delay_heaviest_family_cp "buffers and inverters" \
    worstSetupPathType "in2out" \
    detailroute.via_count 2634 \
    num_io_pins 192 \
    number_of_gates_resized_after_cts 0 \
    final_estimated_routing_congestion_in_global_placement 0.831 \
    overflow 0 \
    power.leakage_nw 1.30 \
    cap_viol_max_count 0 \
    critical_path.endpoint_type "primary output" \
    cpMaxStageDelayCell "sky130_fd_sc_hd__nor4_1" \
    routedWlPerCell_um 15.0 \
    timing.final.ws_setup_ns 0.947 \
    p_total_w 0.000343 \
    grt_setup_unrepaired "no" \
    synthesis.area_um2 1880 \
    rows 44 \
    switching_fraction 0.320 \
    drc 0 \
    tightestPinTransition_ns 0.721 \
    list_of_cells_traversed_by_the_critical_path "clkdlybuf4s50_1, nor4_1, nand4_1, o41ai_1, xnor2_1, clkdlybuf4s50_1" \
    warnings 32 \
    grt.met1_usage 0.108 \
    postCtsSetupBuffers 0 \
    cp_data_arrival_time_ns 3.45 \
    critPathMostFrequentCell "sky130_fd_sc_hd__clkdlybuf4s50_1" \
    chip_area_um2 20200 \
    final.period_utilization 0.828 \
    dieWidth_um 142 \
    viasPerCell 4.10 \
    grt_start_max_net_pins 56 \
    combinationalPowerShare 1.000 \
    yosysTopAreaCell "sky130_fd_sc_hd__xnor2_1" \
    clock.fmax_ghz 0.220 \
    register_cell_area_after_layout_um2 0 \
    ratio_of_cells_with_drive_above_1_in_the_final_layout 0.0262 \
    groute.usage.overall 0.0876 \
    finalHoldViolations 0 \
    post_cts_hold_buffer_count 0 \
    yosys_area_um2 1880 \
    grt_antenna_before_repair 1 \
    outcome "completed" \
    worst_ir_drop_vdd_uv 24.1 \
    post_synth_main_area_contributors "sky130_fd_sc_hd__xnor2_1, sky130_fd_sc_hd__o31ai_1, sky130_fd_sc_hd__nand2_1, sky130_fd_sc_hd__o21ai_0, sky130_fd_sc_hd__o41ai_1" \
    drv_slew 0 \
    p_int_w 0.000233 \
    core_region_area_um2 14500 \
    grt_util_met3 0.0301 \
    met2_usage 0.153 \
    max-slew-margin-rel 0.520 \
]
layer usage:
| metal | up-vias | share of wire |
|---|---|---|
| met1 | 1186 | 0.42 |
| met5 | - | 0.0013 |
| li1 | 1344 | - |
| met3 | 2 | 0.095 |
| met4 | 2 | 0 |
| met2 | 100 | 0.48 |
cell type report:
cell class                 instances  area, um2
fill                            1554      10600
tap                              184        230
timing repair buffer             193       1940
multi-input combinational        251       1750
inverter                          14       52.6
worst paths after layout:
kind                     start    endpoint  slack (ns)  cells after the start
worst max-delay path  Yin_x[2]  Yout_x[11]        0.95                      6
worst min-delay path  Yin_x[0]   Yout_x[0]        3.09                      2
layout by cell type (no fill, tap or decap), drive strengths merged:
master / n
nor4b: 1
buf: 2
nand2b: 8
nand2: 41
xnor2: 83
or3b: 2
or3: 4
o41ai: 10
nor2: 11
nor3: 6
nand3b: 3
inv: 14
o21ai: 30
or2b: 1
o31ai: 24
nand3: 7
nor4: 7
or4: 5
clkdlybuf4s50: 191
nand4: 1
ha: 6
or2: 1
synth_stat cells (all sizes together):
| master | count |
|---|---|
| nand3 | 7 |
| buf | 6 |
| nand2 | 41 |
| or3 | 4 |
| clkbuf | 10 |
| xnor2 | 83 |
| inv | 14 |
| or2b | 1 |
| nand2b | 8 |
| o31ai | 24 |
| ha | 6 |
| nor4 | 7 |
| or4 | 5 |
| or2 | 1 |
| o41ai | 10 |
| nand3b | 3 |
| nor3 | 6 |
| nor2 | 11 |
| nand4 | 1 |
| o21ai | 30 |
| nor4b | 1 |
| or3b | 2 |
kinds of logic after synthesis:
family	count (synthesis)	share of synthesized area
and+or+nand+nor	98	0.269
xor gates and xnor gates	83	0.386
AOI/OAI and AO/OA	64	0.234
buffers and inverters	30	0.0717
adders and majority gates	6	0.0398
metrics by stage:
stage / util / cells / hold slack (ns) / area, um2
3_5_place_dp: 0.273 / 642 / 3.09 / 3970
6_report: 0.273 / 642 / 3.09 / 3970
4_1_cts: 0.273 / 642 / 3.10 / 3970
2_1_floorplan: - / 281 / 2.21 / 1880
3_3_place_gp: 0.273 / 642 / 3.10 / 3970
5_1_grt: 0.273 / 642 / 3.11 / 3970
power by group through the flow:
stage	clock network [W]	registers (W)	logic [W]
6_report	0	0	0.000343
5_1_grt	0	0	0.000373
4_1_cts	0	0	0.000351
Power and IR drop assume default switching activity.
